File: design/flow/run.sh
#!/bin/bash
# OpenROAD 26Q1-2900-gdf79404cd8, Yosys 0.63+post, stock flow scripts
make -C /OpenROAD-flow-scripts/flow DESIGN_CONFIG=/design/flow/config.mk WORK_HOME=/design/flow/orfs finish
File: design/flow/config.mk
export PLATFORM = sky130hd
export DESIGN_NAME = multiplier_4bit
export DESIGN_NICKNAME = multiplier_4bit
export VERILOG_FILES = /design/flow/design.v
export SDC_FILE = /design/flow/constraint.sdc
export NUM_CORES = 4
export LEC_CHECK = 1
export CORE_AREA = 10 10 70 70
export DIE_AREA = 0 0 80 80
File: design/flow/constraint.sdc
current_design multiplier_4bit

set clk_period 3.5
set clk_io_pct 0.2

create_clock -name clk0 -period $clk_period

set non_clock_inputs [all_inputs -no_clocks]
set_input_delay [expr $clk_period * $clk_io_pct] -clock clk0 $non_clock_inputs
set_output_delay [expr $clk_period * $clk_io_pct] -clock clk0 [all_outputs]
File: design/flow/design.v
module multiplier_4bit (
    input logic [3:0] a,
    input logic [3:0] b,
    output logic [7:0] product
);
    assign product = a * b;
endmodule
==> results.txt <==
The following summarizes the physical implementation.

Synthesis
The synthesized netlist was found by Yosys to have 51 cells. The number of standard cells after synthesis is 51. The stat command in Yosys gives a chip area of 447 um^2. In the Yosys report, the sequential cells make up 0% of the chip area. The Yosys step of the flow raised 0 warnings.

The unique cell type count in the Yosys netlist is 17. The area of the mapped netlist is 447 um^2. A synthesized cell averages 8.76 um^2.

Timing
The final timing report counts setup violations totalling 2. Summed over all failing endpoints, the final setup total negative slack is -0.379 ns. In this build the clock could be raised as far as 270 MHz.

Per the final timing report, the hold violations number 0. Subtracting the final worst setup slack from the clock period gives 3.70 ns. The final hold slack is 2.14 ns. The final worst slack is -0.204 ns.

The worst relative slew slack is 86.9%. At the pin with the least slew margin, the transition time is 0.196 ns. The final-report max-slew violation count is 0. The fraction of the cycle the final worst path needs is 106%. Setup repair after global routing could not meet its margin everywhere.

Die
The floorplan utilization is 13.1%. The number of primary I/O pins is 16. The core area is 3420 um^2. The floorplan die height is 80 um.

The overall die width is 80 um. The floorplan die area is 6400 um^2. The number of rows in the core area is 21.

Clocking
The number of hold buffers added after CTS is 0.

Placed design
RePlAce ended its routability-driven mode at a weighted congestion of 0.802. The instance area after placement is 747 um^2. The worst slack after detailed placement is -1.15 ns.

The placed wire-length estimate after detailed placement is 992 um. The port buffer count is 16.

Final layout
The footprint of the flip-flops and latches is 0 um^2. The total number of sequential cells is 0. In the final layout, the share of cells above drive strength 1 is 50.0%. From synthesis to final layout, the design area changed by 90.5%.

With fillers left out, the area of the finished cells amounts to 851 um^2. Counting the clock-network buffers in the layout gives 0.

GRT
The global-route total usage across every layer is 3.73%. The first global-routing pass estimated 2100 um of wire. The maximum number of pins on one net before global-route repair is 5.

The via count of the first global-routing pass came to 493. The number of antenna violations at the first check in global routing is 0. The overall overflow remaining after global route is 0.

Power
The script extracted a total leakage power of 0.405 nW. The power per cell area is 166 nW/um^2. The worst vdd rail ir drop is 58.7 uV.

Route
The number of iterations in the first detailed-routing pass is 2. The detailed-route wire length per cell is 9.44 um. The final routed DRC violation total is 0. The total inserted antenna cells is 0.

Nets still carrying antenna violations after routing amount to 0. The violation tally recorded at the end of detailed-routing iteration 0 is 2. Dividing the detail-routed via count by the number of cells gives 3.60. The count of vias placed by the detailed router is 453. After detailed routing, the total wire length is 1190 um.

Run
The number of maximum-capacitance violations recorded for the run is 0. OpenROAD emitted warnings numbering 34.

Status
The checks that failed: setup timing. The run finished, with violations left.

Critical path
The worst setup path is of the input pin to primary output kind. Data arrives at the worst endpoint at 3.00 ns. The maximum fanout along the worst path is 2. The slowest stage cell on the critical path is sky130_fd_sc_hd__fa_1. The largest single stage delay on the critical path is 0.53 ns. The cell sequence reported for the critical path is buf_8 > nand2_4 > fa_1 > inv_1 > fa_1 > ha_4 > a211oi_2 > or4b_4 > o2111ai_2 > buf_2.

The type of element launching the critical path is an input pin. The most prevalent standard cell on the critical path is sky130_fd_sc_hd__fa_1. The sort of element at the end of the critical path is a primary output. At the worst endpoint, the required time is 2.80 ns.

Worst hold path
The worst hold path class is input pin to primary output.
## timing repair
action,4_1_cts,5_1_grt
pin swaps,16,2
endpoints found under the hold margin,0,0
setup endpoints to repair,5,5
gates cloned,0,0
buffers inserted,2,0
resized,60,5
## metrics by stage
step	utilization [%]	power, mW	instances
finish	24.9	0.141	126
floorplan	-	0.0497	51
detailed placement	21.9	0.124	124
CTS	24.6	0.140	126
global placement	21.9	0.124	124
global route	24.9	0.159	126
## where the power goes
group | internal, mW | leakage (nW) | switching, mW
Combinational | 0.0860 | 0.405 | 0.0554
Clock | 0 | 0 | 0
Sequential | 0 | 0 | 0
## final timing paths
check	startpoint	endpoint	cells past startpoint
worst max-delay path	a[0]	product[7]	10
worst min-delay path	a[0]	product[0]	4
## worst max-delay path: cells and delay by family
| family | cells | cell delay, ns |
|---|---|---|
| adders and majority gates | 3 | 1.32 |
| and+or+nand+nor | 2 | 0.57 |
| buffers and inverters | 3 | 0.25 |
| AOI/OAI and AO/OA | 2 | 0.16 |
## layout make-up
cell class                 instances  area (um^2)
tap                               46         57.6
timing repair buffer              29          244
multi-input combinational         48          538
inverter                           3         11.3
fill                             382         2560
## metal layers
metal  track usage, %  wire [um]
met1             5.00        593
met5                0          0
met3            0.568         55
met4                0          0
met2             6.50        541
## layout by cell type (no fill, tap or decap), types with 2 or more instances in the layout
cell	instances
sky130_fd_sc_hd__fa_1	3
sky130_fd_sc_hd__and2_1	11
sky130_fd_sc_hd__clkdlybuf4s50_1	4
sky130_fd_sc_hd__buf_6	4
sky130_fd_sc_hd__buf_8	2
sky130_fd_sc_hd__and2_4	2
sky130_fd_sc_hd__ha_4	5
sky130_fd_sc_hd__a21oi_2	2
sky130_fd_sc_hd__inv_1	3
sky130_fd_sc_hd__nor2_1	2
sky130_fd_sc_hd__buf_4	12
sky130_fd_sc_hd__xnor2_1	2
sky130_fd_sc_hd__buf_2	5
sky130_fd_sc_hd__ha_1	7
## synth_stat cells
cell | number | area (um^2)
sky130_fd_sc_hd__and2_1 | 13 | 81.3
sky130_fd_sc_hd__ha_1 | 12 | 150
sky130_fd_sc_hd__fa_1 | 4 | 80.1
sky130_fd_sc_hd__a21oi_1 | 3 | 15.0
sky130_fd_sc_hd__inv_1 | 3 | 11.3
sky130_fd_sc_hd__nand2_1 | 3 | 11.3
sky130_fd_sc_hd__nor2_1 | 2 | 7.51
sky130_fd_sc_hd__xnor2_1 | 2 | 17.5
sky130_fd_sc_hd__a211oi_1 | 1 | 7.51
sky130_fd_sc_hd__a21o_1 | 1 | 7.51
sky130_fd_sc_hd__a21o_2 | 1 | 8.76
sky130_fd_sc_hd__and3b_1 | 1 | 8.76
sky130_fd_sc_hd__o2111ai_1 | 1 | 8.76
sky130_fd_sc_hd__o211ai_1 | 1 | 7.51
sky130_fd_sc_hd__o21ai_1 | 1 | 5.00
sky130_fd_sc_hd__or4b_1 | 1 | 10.0
sky130_fd_sc_hd__xor2_1 | 1 | 8.76
## cells by family (layout without fill, tap and decap cells)
family / Yosys count / count (layout) / share of synthesized area [%]
buffers and inverters: 3 / 32 / 2.52
xor gates and xnor gates: 3 / 3 / 5.88
and+or+nand+nor: 20 / 20 / 26.6
adders and majority gates: 16 / 16 / 51.5
AOI/OAI and AO/OA: 9 / 9 / 13.4
Power figures rest on the tool's default switching activity, not on a simulated workload.
