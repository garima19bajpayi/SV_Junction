===== flow/config.mk =====
export PLATFORM = sky130hd
export DESIGN_NAME = ripple_carry_adder
export DESIGN_NICKNAME = ripple_carry_adder
export VERILOG_FILES = /design/flow/design.v
export SDC_FILE = /design/flow/constraint.sdc
export NUM_CORES = 4
export LEC_CHECK = 1
export CORE_AREA = 10 10 70 70
export DIE_AREA = 0 0 80 80

===== flow/run.sh =====
#!/bin/bash
# OpenROAD 26Q1-2900-gdf79404cd8, Yosys 0.63+post, stock flow scripts
make -C /OpenROAD-flow-scripts/flow DESIGN_CONFIG=/design/flow/config.mk WORK_HOME=/design/flow/orfs finish

===== flow/design.v =====
module ripple_carry_adder #(parameter N = 4) (
    input  logic [N-1:0] A, B,
    input  logic         Cin,
    output logic [N-1:0] Sum,
    output logic         Cout
);
    logic [N:0] carry;
    assign carry[0] = Cin;
    genvar i;
    generate
        for (i = 0; i < N; i++) begin
            full_adder fa (
                .A(A[i]),
                .B(B[i]),
                .Cin(carry[i]),
                .Sum(Sum[i]),
                .Cout(carry[i+1])
            );
        end
    endgenerate
    assign Cout = carry[N];
endmodule
module full_adder (
    input  logic A, B, Cin,
    output logic Sum, Cout
);
    assign Sum = A ^ B ^ Cin;
    assign Cout = (A & B) | (B & Cin) | (Cin & A);
endmodule

===== flow/constraint.sdc =====
current_design ripple_carry_adder

set clk_period 2.3
set clk_io_pct 0.2

create_clock -name clk0 -period $clk_period

set non_clock_inputs [all_inputs -no_clocks]
set_input_delay [expr $clk_period * $clk_io_pct] -clock clk0 $non_clock_inputs
set_output_delay [expr $clk_period * $clk_io_pct] -clock clk0 [all_outputs]

==> results.toml <==
# synthesis and place-and-route metrics
[status]
status = "complete, but fails checks"
violations = "negative setup slack"

[drt]
viasPerCell = 1.64
dr.pass1.iters = 2
finalWirelength_um = 520
ant_nets = 0
remaining_drc_errors = 0
drtIter0Drc = 2
wire_per_inst_um = 7.03
antennaDiodeCount = 0
vias = 121

[worst_setup_path]
crit_fanout = 1
max_stage_delay_ns = 0.39
crit_required_ns = 1.84
cp.arrival_ns = 2.09
cpMaxStageDelayCell = "fa_1"
crit_top_cell = "fa_2"
crit_family = "adder cells"
path_class = "primary input to primary output"
cp-end-kind = "primary output"
cp-start-kind = "primary input"
path_cells = "buf_6 -> inv_4 -> fa_2 -> inv_2 -> fa_2 -> fa_2 -> inv_2 -> fa_1 -> inv_1 -> buf_2"
crit_buf_inv = 6

[clock_network]
cts.hold.buffers_added = 0
post-cts-setup-buffers = 0

[floorplanning]
fp.dieW_um = 80
die_area_sq_um = 6400
core_area_sq_um = 3420
initCoreUtil_pct = 4.32
num_io_pins = 14
dieHeight_um = 80
core.rowCount = 21

[sta]
period_needed_ns = 2.55
worst_slack_ns = -0.253
final_max_slew_viol_count = 0
setup_viol = 2
slew_headroom_pct = 93.0
rsz0062_at_grt = "yes"
clock.fmax_ghz = 0.392
hold_viol = 0
hold_slack_ns = 1.54
tightest_slew_ns = 0.105
finalCritPeriodShare_pct = 111

[placed_design]
place_hpwl_um = 526
io_buffers = 14
gp_congestion = 0.675
dp.cells = 74

[power_and_ir_drop]
peakVddDrop_mv = 0.0201
power_frac_seq_pct = 0
switching_share_pct = 36.2
intPower_mw = 0.0349
p_clk_share_pct = 0
comb_power_share_pct = 100.0
leakagePower_nw = 0.141
power.density_nw_per_um2 = 175
power_switching_mw = 0.0198

[grt]
grt_usage_pct = 1.53
grt_pass1_vias = 141
grt_max_degree = 2
overflow = 0
grt_pass1_wl_um = 731
antenna_found_initial = 0

[final_layout]
drive_above_1_share_pct = 50.0
area_growth_pct = 112
clkbuf_count = 0
ff_count = 0
instances_no_fill = 74
flop_area_sq_um = 0

[synth]
syn_inst = 18
syn_area_sq_um = 148
ys_warn_count = 0
yosys.cell_types.count = 3
yosys.area.top_type_share_pct = 54.2
yosys.area.top_type = "fa_1"
synth_seq_share_pct = 0
ys_area_sq_um = 148
top_cells_by_count = "inv_1 (10), buf_4 (4), fa_1 (4)"
yosysMostFrequentCell = "inv_1"
top_cells_by_area = "fa_1 (54%), inv_1 (25%), buf_4 (20%)"
syn_avg_cell_area_sq_um = 8.20
ys_cells = 18

[worst_hold_path]
whs_endpoint = "Sum[1]"
worstHoldStart = "B[1]"
hold_depth = 3
min_path_type = "primary input to primary output"

[flow_run]
max-cap-violations = 0
warnings = 35
[final cells by class]
type / instances / area, sq um
tap: 46 / 57.6
timing repair buffer: 14 / 125
multi-input combinational: 4 / 87.6
inverter: 10 / 42.5
fill: 409 / 3100
[how the worst max path moves through the flow]
| stage | start | endpoint | depth (start not counted) |
|---|---|---|---|
| 6_report | Cin | Sum[3] | 10 |
| 5_1_grt | Cin | Sum[3] | 10 |
| 4_1_cts | Cin | Sum[3] | 10 |
[stage by stage]
| stage | TNS (ns) | cell area, sq um | worst slack, ns | total power [mW] | util [%] |
|---|---|---|---|---|---|
| 5_1_grt | -0.460 | 313 | -0.330 | 0.0633 | 9.16 |
| 4_1_cts | -0.584 | 308 | -0.333 | 0.0566 | 9.01 |
| 6_report | -0.315 | 313 | -0.253 | 0.0547 | 9.16 |
| 3_3_place_gp | -3.21 | 320 | -0.991 | 0.0650 | 9.38 |
| 3_5_place_dp | -3.21 | 320 | -0.999 | 0.0657 | 9.38 |
| 2_1_floorplan | -0.122 | 153 | -0.122 | 0.0304 | - |
[metal layers]
metal	share of wire [%]	track usage, %	routed length (um)	vias to the layer above
met3	23	1.59	121	0
met1	39	1.61	203	52
li1	-	-	-	60
met2	38	2.25	195	9
met5	0	0	0	-
met4	0	0	0	0
[cell usage in the layout, fill, tap and decap left out]
| cell type | count |
|---|---|
| clkbuf_2 | 1 |
| inv_2 | 3 |
| fa_1 | 1 |
| clkdlybuf4s50_1 | 5 |
| inv_4 | 2 |
| fa_2 | 3 |
| inv_1 | 5 |
| dlygate4sd2_1 | 3 |
| buf_2 | 2 |
| buf_6 | 3 |
[power groups by stage]
stage / logic (mW) / registers [mW] / clock network [mW]
global route: 0.0633 / 0 / 0
finish: 0.0547 / 0 / 0
CTS: 0.0566 / 0 / 0
[what timing repair did]
action / CTS / global route
cloned: 0 / 0
gates resized: 30 / 4
pin swaps: 4 / 4
endpoints found under the hold margin: 0 / 0
setup endpoints to repair: 5 / 3
[kinds of logic (layout without fill, tap and decap cells)]
family | Yosys count | in the layout | synth area share [%]
buffers and inverters | 14 | 24 | 45.8
adder cells (fa/ha/maj) | 4 | 4 | 54.2
Power is estimated from default activity; no workload was simulated.
