--- ./design.v ---
module priority_encoder (
    input  logic [7:0] In,
    output logic [2:0] Out,
    output logic       Valid
);
    always_comb begin
        Out = 3'b000;
        Valid = 1'b0;
        if (In[7]) begin
            Out = 3'b111;
            Valid = 1'b1;
        end else if (In[6]) begin
            Out = 3'b110;
            Valid = 1'b1;
        end else if (In[5]) begin
            Out = 3'b101;
            Valid = 1'b1;
        end else if (In[4]) begin
            Out = 3'b100;
            Valid = 1'b1;
        end else if (In[3]) begin
            Out = 3'b011;
            Valid = 1'b1;
        end else if (In[2]) begin
            Out = 3'b010;
            Valid = 1'b1;
        end else if (In[1]) begin
            Out = 3'b001;
            Valid = 1'b1;
        end else if (In[0]) begin
            Out = 3'b000;
            Valid = 1'b1;
        end
    end
endmodule
--- ./run.sh ---
#!/bin/bash
# OpenROAD 26Q1-2900-gdf79404cd8, Yosys 0.63+post, stock flow scripts
make -C /OpenROAD-flow-scripts/flow DESIGN_CONFIG=/design/flow/config.mk WORK_HOME=/design/flow/orfs finish
--- ./config.mk ---
export PLATFORM = sky130hd
export DESIGN_NAME = priority_encoder
export DESIGN_NICKNAME = priority_encoder
export VERILOG_FILES = /design/flow/design.v
export SDC_FILE = /design/flow/constraint.sdc
export NUM_CORES = 4
export LEC_CHECK = 1
export CORE_AREA = 10 10 70 70
export DIE_AREA = 0 0 80 80
--- ./constraint.sdc ---
current_design priority_encoder

set clk_period 1.0
set clk_io_pct 0.2

create_clock -name clk0 -period $clk_period

set non_clock_inputs [all_inputs -no_clocks]
set_input_delay [expr $clk_period * $clk_io_pct] -clock clk0 $non_clock_inputs
set_output_delay [expr $clk_period * $clk_io_pct] -clock clk0 [all_outputs]
==> notes.md <==
Status of the implementation.

- The run finished with clean final reports.
- Routability-driven placement finished with a final weighted congestion of 0.7898.
- Setup repair after global routing left no endpoint under its margin.
- The area fraction in compound gates after synthesis is 43.48%, for reference.
- Entering global routing, the biggest net connects 4 pins.
- Warnings reported by Yosys during synthesis add up to 1.
- The fraction of the mapped netlist area in simple logic gates is 43.48%, for reference.
- The cell count after synthesis is 12, for reference.
- Post-synthesis, Yosys gives the total cell area as 57.56 sq um.
- The final setup slack of the worst path is 0.06468 ns, for reference.
- Timing would allow up to 1069 MHz.
- In the routed netlist, the antenna diode instances number 0.
- The minimum clock period after layout is 0.9353 ns, for reference.
- The count of pins on the block boundary is 12, for reference.
- The number of warnings in the stage logs is 33, for reference.
- In the final report, the number of endpoints failing setup comes to 0.
- The type of the tightest min-delay check is in -> out, for reference.
- The final timing summary puts the cycle share of the worst path at 93.53%.
- Per the OpenROAD floorplan log, the width of the die is 80 microns.
- The slowest stage of the critical path is the sky130_fd_sc_hd__o31ai_1 cell.
- The worst hold margin is 0.6688 ns, for reference.
- STA lists the startpoint of the worst hold path as In[6].
- The startpoint kind of the worst setup timing path is a primary input, for reference.
- After legalization and detailed placement, the total HPWL measured 316.6 microns.
- The via count of the first global-routing pass was 119.
- In this run the VDD rail shows a maximum IR drop of 18.84 uV.
- Buffers inserted to repair hold after CTS numbered 0.
- According to the cell report, flip-flops and latches in the layout number 0.
- The largest single stage delay on the critical path is 0.20 ns.
- The violation count after the first detailed-route iteration is 0, for reference.
- Looking at the hold checks, the worst path lands on Out[0].
- The global-route congestion overflow total is 0, for reference.
- The layout report lists the combined flip-flop and latch area as 0 sq um.
- The floorplan step defined a core boundary enclosing 0.003416 sq mm.
- Using the TritonRoute via totals, the vias-per-cell ratio works out to 1.931.
- OpenSTA lists the critical path startpoint as In[2].
- The number of maximum-capacitance constraint violations is 0, for reference.
- On the critical path the largest part of the delay comes from buffers and inverters.
- Per STA, the library cell used most along the worst path is sky130_fd_sc_hd__buf_2.
- Across all layers, the routed design uses 139 vias.
- For this run, the share of the core covered by cells in the final layout is 6.117%.
- The count of standard-cell rows is 21, for reference.
- From synthesis to final layout, the design area changed by 263.0%.
- The design draws 0.05160 mW.
- Before placement the cells fill 1.685% of the core.
- The number of hold violations in the final report is 0, for reference.
- The post-placement setup slack is -0.6586 ns, for reference.
- TritonRoute output was used to compute an average wire per cell of 5.236 microns.
- Input and output buffers added on the ports amount to 12.
- The type of the worst setup path is in -> out, for reference.
- The area of the multi-input gates is 61.31 sq um, for reference.
- The leakage power summed over all cells is 0.07932 nW, for reference.
- The pin slew with the least headroom to its limit is 0.1793 ns, for reference.
- The final routed DRC violation total is 0, for reference.
- The die extent in y is 80 microns, for reference.
- In this run, the synthesized area fraction spent on xor and xnor cells is recorded as 0%.
- The prevailing logic family in the synthesized netlist is AND-OR/OR-AND gates, for reference.
- Measured against the total synthesized area, the mux share comes to 0%.
- The library cell used most frequently in the layout, excluding fill and tap cells, is sky130_fd_sc_hd__buf_2.
- The die footprint is 0.006400 sq mm, for reference.
- In the final report, the number of pins over their slew limit comes to 0.
- The worst slew slack as a fraction of its limit is 87.95%, for reference.
- The fraction of layout instances using a drive strength above 1 is 65.38%, for reference.
- The count of nets left with antenna violations once routing finished came out at 0.
- The total cells reported by yosys after synthesis is 12, for reference.
- The required time reported for the critical path endpoint is 0.80 ns, for reference.
- Data arrives at the worst endpoint at 0.74 ns.
- The clock buffer count in the final layout is 0, for reference.
- Leaving out fill and tap cells, the most frequent cells in the layout are sky130_fd_sc_hd__buf_2 (9), sky130_fd_sc_hd__nor2_2 (3), sky130_fd_sc_hd__o31ai_1 (2), sky130_fd_sc_hd__dlygate4sd2_1 (2), sky130_fd_sc_hd__buf_4 (2).
- For the final routed database, the setup TNS stands at 0 ns.
- The mean instance size in the synthesized netlist is 4.796 sq um, for reference.
- The maximum fanout along the worst path is 2, for reference.
- The type of destination of the critical path is an output pin, for reference.
- In the Yosys report, the sequential cells make up 0% of the chip area.
- The power density normalized to cell area is 246.9 mW/mm^2, for reference.
- Summed over all layers, the routed wires come to 377 microns.
- In the Yosys stats the netlist draws on 7 distinct library cells.
- The combined buffer and inverter count along the critical path is 3, for reference.
- Summed over all routing layers, the global router reports a total usage of 0.9698%.
- The synthesized cell area is 57.56 sq um, for reference.
- The count of TritonRoute iterations in the first routing pass is 1, for reference.
- The initial antenna violation count is 0, for reference.
- The wire length of the first global-routing pass is 524 microns, for reference.
- The worst hold path passes through 3 cells.
- After Yosys synthesis, full adders, half adders and majority gates account for 0% of the synthesized area.
- Counting the fill cells in the layout gives 413.
- Listed in order, past its start point the critical path passes buf_2, inv_2, a21oi_2, o31ai_1, buf_2.
-- through the flow --
step | std cells | cell area, sq um
after floorplan | 12 | 57.56
after global placement | 70 | 235.2
after detailed placement | 70 | 235.2
after CTS | 72 | 235.2
after global routing | 72 | 209.0
final | 72 | 209.0
-- timing repair --
action                                  CTS  global route
buffers inserted                          3             0
endpoints found under the setup margin    4             2
resized                                  36             9
pin swaps                                 6             2
-- power by group --
group	switching, mW	leakage (nW)	internal (mW)
combinational	0.0229	0.0793	0.0287
sequential	0	0	0
clock	0	0	0
-- synth_stat cells --
library cell / count / share of area, %
sky130_fd_sc_hd__clkinv_1: 1 / 6.5
sky130_fd_sc_hd__nor2_1: 4 / 26
sky130_fd_sc_hd__inv_1: 1 / 6.5
sky130_fd_sc_hd__o31ai_1: 2 / 26
sky130_fd_sc_hd__nand4_1: 1 / 11
sky130_fd_sc_hd__nand2_1: 1 / 6.5
sky130_fd_sc_hd__a21oi_1: 2 / 17
-- layer usage --
metal	track usage, %	routed length [microns]	share of wire (%)	up-vias
met5	0	0	0	-
li1	-	-	-	72
met2	1.124	93	25	12
met1	1.648	226	60	55
met3	0.3409	57	15	0
met4	0	0	0	0
-- area by class of cell --
class / instances / share of cell area, %
repair buffers: 14 / 39.52
multi-input cells: 10 / 29.34
well taps: 46 / 27.54
inverters: 2 / 3.593
-- worst max path at each step --
stage / depth (start not counted) / to / slack, ns
final: 5 / Out[0] / 0.06
after global routing: 5 / Valid / 0.02
after CTS: 5 / Out[0] / -0.09
-- cell families after synthesis --
group | count (synthesis)
simple gates | 6
compound gates | 4
buf+inv | 2
No activity file was given, so power comes from the tool's default toggle rates.
